<file path="flow/design.v">
 `timescale 1ns/1ns
module AbsDiff (input [7:0] data, Ref, output [7:0] result);
	wire [7:0] S;
	wire [7:0] SI;
	wire co;
	wire co1;
	NMA #(.N(8)) N8MA (.A(data), .B(~Ref), .ci(1), .S(S), .co(co));
	NMI #(.N(8)) N8MI (.A(~S), .ci(1), .S(SI), .co(co1));
	N2to1MUX #(.S(8)) N82to1MUX(.A(SI), .B(S), .s0(co), .w(result));
endmodule
 `timescale 1ns/1ns
module LessDistance (input [7:0] dataA, dataB, refI, output [7:0] result);
	wire [7:0] SA;
	wire [7:0] SB;
	wire EQ;
	wire GT;
	AbsDiff absdiffA(.data(dataA), .Ref(refI), .result(SA));
	AbsDiff absdiffB(.data(dataB), .Ref(refI), .result(SB));
	NCS #(.S(8)) N8CS (.A(SA), .B(SB), .eq(1), .gt(0), .EQ(EQ), .GT(GT));
	N2to1MUX #(.S(8)) N82to1MUX(.A(dataB), .B(dataA), .s0(GT), .w(result));
endmodule
 `timescale 1ns/1ns
module N2to1MUX #(parameter S=8) ( input [S - 1:0] A, B, input s0, output [S - 1:0] w);
	assign #(25,23) w = s0 ? B : A;
endmodule
 `timescale 1ns/1ns
module NCS #(parameter S=8) ( input [S - 1:0] A, B, input eq, gt, output EQ, GT);
	wire [S/2:0] EQJ;
	wire [S/2:0] GTJ;
	assign EQJ[S/2] = eq;
	assign GTJ[S/2] = gt;
	assign EQ = EQJ[0];
	assign GT = GTJ[0];
	genvar i;
	generate 
		for (i = S/2 - 1;i>=0;i=i-1) begin: ripple
			TCS tcs(.A(A[(2*i + 1): 2*i]), .B(B[(2*i + 1): 2*i]), .eq(EQJ[i+1]), .gt(GTJ[i+1]), .EQ(EQJ[i]), .GT(GTJ[i]));
		end
	endgenerate 
endmodule
 `timescale 1ns/1ns
module NMA #(parameter N=8) (input [N - 1:0] A, B, input ci, output [N - 1:0] S, output co);
	wire [N/2:0] C;
	assign C[0] = ci;
	assign co = C[N/2];
	genvar i;
	generate 
		for (i = 0;i<N/2 ;i=i+1) begin: ripple
			TMA tma(.A(A[(2*i + 1): 2*i]), .B(B[(2*i + 1): 2*i]), .ci(C[i]), .S(S[(2*i + 1): 2*i]), .co(C[i+1]));
		end
	endgenerate 
endmodule
 `timescale 1ns/1ns
module NMI #(parameter N=8) (input [N - 1:0] A, input ci, output [N - 1:0] S, output co);
	wire [N/2:0] C;
	assign C[0] = ci;
	assign co = C[N/2];
	genvar i;
	generate 
		for (i = 0;i< N/2 ;i=i+1) begin: ripple
			TMI tmi(.A(A[(2*i + 1): 2*i]), .ci(C[i]), .S(S[(2*i + 1): 2*i]), .co(C[i+1]));
		end
	endgenerate 
endmodule
 `timescale 1ns/1ns
module TCS( input [1:0] A, B, input eq, gt, output logic EQ, GT);
	always @(A,B,eq,gt) begin
		#65 GT = (gt | ~(~eq | A[1] | ~B[1]) | ~(~eq | A[0] | ~B[0] | (A[1]^B[1]))); 
	end
	always @(A,B,eq,gt) begin
		#33 EQ = ~((A[0]^B[0]) | (A[1]^B[1]) | (~eq));
	end
endmodule
 `timescale 1ns/1ns
module TMA(input [1:0] A, B, input ci, output [1:0] S, output co);
	wire [3:0] p;
	assign p = {A,B};
	assign #(110,91) S[0] = (p == 4'b0000) ? ci :
				 (p == 4'b0001) ? ~ci :
				 (p == 4'b0010) ? ci :
				 (p == 4'b0011) ? ~ci :
				 (p == 4'b0100) ? ~ci :
				 (p == 4'b0101) ? ci :
				 (p == 4'b0110) ? ~ci :
				 (p == 4'b0111) ? ci :
				 (p == 4'b1000) ? ci :
				 (p == 4'b1001) ? ~ci :
				 (p == 4'b1010) ? ci :
				 (p == 4'b1011) ? ~ci :
				 (p == 4'b1100) ? ~ci :
				 (p == 4'b1101) ? ci :
				 (p == 4'b1110) ? ~ci :
				 (p == 4'b1111) ? ci : 1'bx;
	assign #(110,91) S[1] = (p == 4'b0000) ? 0 :
				 (p == 4'b0001) ? ci :
				 (p == 4'b0010) ? 1 :
				 (p == 4'b0011) ? ~ci :
				 (p == 4'b0100) ? ci :
				 (p == 4'b0101) ? 1 :
				 (p == 4'b0110) ? ~ci :
				 (p == 4'b0111) ? 0 :
				 (p == 4'b1000) ? 1 :
				 (p == 4'b1001) ? ~ci :
				 (p == 4'b1010) ? 0 :
				 (p == 4'b1011) ? ci :
				 (p == 4'b1100) ? ~ci :
				 (p == 4'b1101) ? 0 :
				 (p == 4'b1110) ? ci :
				 (p == 4'b1111) ? 1 : 1'bx;
	assign #(110,91) co = (p == 4'b0000) ? 0 :
				 (p == 4'b0001) ? 0 :
				 (p == 4'b0010) ? 0 :
				 (p == 4'b0011) ? ci :
				 (p == 4'b0100) ? 0 :
				 (p == 4'b0101) ? 0 :
				 (p == 4'b0110) ? ci :
				 (p == 4'b0111) ? 1 :
				 (p == 4'b1000) ? 0 :
				 (p == 4'b1001) ? ci :
				 (p == 4'b1010) ? 1 :
				 (p == 4'b1011) ? 1 :
				 (p == 4'b1100) ? ci :
				 (p == 4'b1101) ? 1 :
				 (p == 4'b1110) ? 1 :
				 (p == 4'b1111) ? 1 : 1'bx;
endmodule
 `timescale 1ns/1ns
module TMI(input [1:0] A, input ci, output [1:0] S, output co);
	wire [1:0] p;
	assign p = {A};
	assign #(40,35) S[0] = (p == 2'b00) ? ci :
				 (p == 2'b01) ? ~ci :
				 (p == 2'b10) ? ci :
				 (p == 2'b11) ? ~ci : 1'bx;
	assign #(40,35) S[1] = (p == 4'b00) ? 0 :
				 (p == 4'b01) ? ci :
				 (p == 4'b10) ? 1 :
				 (p == 4'b11) ? ~ci : 1'bx;
	assign #(40,35) co = (p == 2'b00) ? 0 :
				 (p == 2'b01) ? 0 :
				 (p == 2'b10) ? 0 :
				 (p == 2'b11) ? ci : 1'bx;
endmodule
</file>
<file path="flow/run.sh">
#!/bin/bash
# OpenROAD 26Q1-2900-gdf79404cd8, Yosys 0.63+post, stock flow scripts
make -C /OpenROAD-flow-scripts/flow DESIGN_CONFIG=/design/flow/config.mk WORK_HOME=/design/flow/orfs finish
</file>
<file path="flow/config.mk">
export PLATFORM = sky130hd
export DESIGN_NAME = LessDistance
export DESIGN_NICKNAME = LessDistance
export VERILOG_FILES = /design/flow/design.v
export SDC_FILE = /design/flow/constraint.sdc
export NUM_CORES = 4
export LEC_CHECK = 1
export CORE_AREA = 10 10 106 106
export DIE_AREA = 0 0 116 116
</file>
<file path="flow/constraint.sdc">
current_design LessDistance

set clk_period 9.6
set clk_io_pct 0.2

create_clock -name clk0 -period $clk_period

set non_clock_inputs [all_inputs -no_clocks]
set_input_delay [expr $clk_period * $clk_io_pct] -clock clk0 $non_clock_inputs
set_output_delay [expr $clk_period * $clk_io_pct] -clock clk0 [all_outputs]
</file>
==> COMMIT_EDITMSG <==
Store results of the implementation flow

- Run status: complete, no violations
- FP Util: 0.224
- Layout cells sized above 1: 0.120
* Endpoints failing setup: 0
* Combinational share of power: 1.000
- Register share of total power: 0
- Looking at area per cell type in the netlist, the leader is sky130_fd_sc_hd__ha_1.
- The count of nets left with antenna violations once routing finished came out at 0.
- Fill cell instance count of the final layout: 951
- TritonRoute reported its final design rule violation total as 0.
* Clock Power Share: 0
- The final layout reports a setup TNS of 0 ns.
* Number of instances in the synthesized netlist: 260
* WL per Instance: 14.3 um
* Least-Margin Pin Slew: 0.521 ns
- Number of buffer cells added on primary ports: 32
- Hold-check failures listed in the final report amount to 0.
- The switching portion of total power comes to 0.487.
* Wirelength, routed: 5600 um
- The tightest min-delay check is of the input pin to primary output type.
- Routing resource usage on met1 recorded by global route was 0.106.
- The number of global-route vias before repair came to 1,878.
- Maximum ir drop on the vdd rail: 0.0332 mV
- The report gives the cell count of the worst hold path as 4.
* Worst setup margin: 0.347 ns
- Overall routing resource usage: 0.0819
- Post-Synthesis Mean Instance Area: 7.61 sq um
* Master of the slowest instance on the critical path: sky130_fd_sc_hd__clkdlybuf4s50_1
- After synthesis, the design contains 260 cells according to Yosys.
* Startpoint type of the worst setup path: input pin
- The initial antenna violation count is 0.
- Chip Area: 13,500 sq um
* Minimum setup slack after placement: 0.255 ns
- Leading cell types by total area after synthesis: sky130_fd_sc_hd__ha_1 (6.3%), sky130_fd_sc_hd__xnor2_1 (5.8%), sky130_fd_sc_hd__mux2i_1 (5.1%), sky130_fd_sc_hd__xor2_1 (4.4%), sky130_fd_sc_hd__nand2b_1 (4.1%)
* Cell Int Power: 0.000109 W
- The region available for standard cell placement spans 8850 sq um.
* Log Warnings: 32
- Final antenna diode count: 0
* Critical path peak fanout: 8
* Start-to-end type of the worst setup path: input pin to primary output
* Initial DRT Pass Iterations: 4
- Top-area cell share: 0.0632
- Die Height: 116 um
- Per the detail_route report, the via count comes to 1,985.
- Measured along the x axis, the die boundary spans 116 um.
- Count of cell types in the netlist: 72
- Per the GRT congestion report, total overflow comes to 0.
- Detailed Place HPWL: 4780 um
- Longest individual stage delay on the worst path: 0.53 ns
- Yosys reports a chip area of 1980 sq um.
- Per the gpl log, the routability congestion estimate is 0.945.
* Average via count per standard cell: 5.08
- Final cycle utilization of the critical path: 0.964
* Busiest metal layer after global routing: met2
- Area added between synthesis and finish: 20.9%
- Final Non-Filler Cells: 391
* Fraction of the core area covered by cells at the end of the flow: 0.270
- Required arrival time at the worst endpoint: 7.68 ns
* Unrepaired setup endpoints after global routing: false
- Checking max transition, the worst relative margin is 0.651.
- Cell breakdown of the critical path: clkdlybuf4s50_1, buf_4, and4bb_1, a2111oi_4, a31oi_4, maj3_2, maj3_1, ha_1, nor2_1, a211oi_1, o21ai_1, xor2_1, mux2i_1, mux2i_1, ha_1, and2_1, o221ai_1, o221ai_4, buf_4, mux2_4, clkdlybuf4s50_1
- Registers take 0 sq um.
- Total number of placement rows: 34
* Net switching power figure: 0.000103 W
* Type of destination of the critical path: primary output
* Largest net degree at the start of global routing: 13
- Syn Std Cell Area: 1980 sq um
- Data on the critical path arrives at its endpoint at 7.33 ns.
- The flow reported a cell area power density of 88.7 nW/um^2.
* Minimum clock period: 9.25 ns
* Area taken by multi-input logic gates: 1850 sq um
* Leading cell type by number of instances after synthesis: sky130_fd_sc_hd__inv_1
- CTS hold repair buffers: 0
* Top-level port count: 32
- On met3, the global router reports a usage of 0.00419.
* Layout clock buffers: 0
- Warning count from the yosys run: 5
- Max-cap viol count: 0
* Number of cells in the design after placement: 389
- Register area share after synthesis: 0
- Synth top cells by count: sky130_fd_sc_hd__inv_1 (15), sky130_fd_sc_hd__nand2_1 (13), sky130_fd_sc_hd__nand2b_1 (13), sky130_fd_sc_hd__xnor2_1 (13)
- After the first detailed-routing iteration, the DRC count stood at 66.
* M2 GR Usage: 0.151
* Final max-slew violation count: 0
- The highest clock rate this design can be run at is 0.108 GHz.
* Global-route wire length before repair: 9260 um
- The number of sequential cells reported for the layout is 0.
- Leak pwr: 0.894 nW
power groups by stage:
stage         sequential, W  combinational (W)  clock [W]
CTS                       0           0.000208          0
finish                    0           0.000212          0
global route              0           0.000232          0
per-stage QoR:
stage                     cell area, sq um  total power (W)  hold WS (ns)
after floorplan                       1980         0.000145          3.93
after global placement                2380         0.000206          4.92
after detailed placement              2380         0.000207          4.92
after CTS                             2380         0.000208          4.92
after global routing                  2390         0.000232          4.97
final                                 2390         0.000212          4.91
metal layers:
layer / routed length (um) / up-vias
li1: - / 1038
met1: 2550 / 922
met2: 2900 / 21
met3: 89 / 4
met4: 56 / 0
met5: 0 / -
cells by family (layout without fill, tap and decap cells):
| group | count (synthesis) | after routing | synth area share |
|---|---|---|---|
| buf+inv | 29 | 52 | 0.0651 |
| fa+ha+maj | 18 | 18 | 0.106 |
| simple gates | 94 | 94 | 0.281 |
| xor+xnor | 24 | 24 | 0.113 |
| compound gates | 80 | 80 | 0.347 |
| mux | 15 | 15 | 0.0885 |
critical path, delay by kind of cell:
| family | cells | cell delay, ns |
|---|---|---|
| xor gates and xnor gates | 1 | 0.16 |
| adders and majority gates | 4 | 1.40 |
| and+or+nand+nor | 3 | 0.41 |
| buffers and inverters | 4 | 1.37 |
| muxes | 3 | 0.53 |
| AOI/OAI and AO/OA | 6 | 1.54 |
path summary, 6_finish.rpt:
path                  from         to
setup / recovery   refI[2]  result[0]
hold / removal    dataA[1]  result[1]
cells in the final DEF, fill, tap and decap left out, types with 8 or more instances in the layout:
master	n
sky130_fd_sc_hd__clkdlybuf4s50_1	32
sky130_fd_sc_hd__inv_1	15
sky130_fd_sc_hd__nand2_1	13
sky130_fd_sc_hd__nand2b_1	13
sky130_fd_sc_hd__xnor2_1	13
sky130_fd_sc_hd__nor2_1	12
sky130_fd_sc_hd__o21ai_0	12
sky130_fd_sc_hd__xor2_1	10
sky130_fd_sc_hd__mux2i_1	10
sky130_fd_sc_hd__ha_1	10
sky130_fd_sc_hd__nor2b_1	9
sky130_fd_sc_hd__a21oi_1	8
sky130_fd_sc_hd__nor3_1	8
layout make-up:
class	count	area share
Inverter	17	0.0267
Multi-Input combinational cell	231	0.774
Tap cell	108	0.0565
Timing Repair Buffer	35	0.143
timing repair:
item                       in CTS  in global routing
resized                         0                  0
buffers inserted                0                  2
setup endpoints to repair       0                  2
No activity file was given, so power comes from the tool's default toggle rates.
