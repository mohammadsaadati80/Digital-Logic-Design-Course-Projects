**design/flow/run.sh**
```bash
#!/bin/bash
# OpenROAD 26Q1-2900-gdf79404cd8, Yosys 0.63+post, stock flow scripts
make -C /OpenROAD-flow-scripts/flow DESIGN_CONFIG=/design/flow/config.mk WORK_HOME=/design/flow/orfs finish
```
**design/flow/config.mk**
```make
export PLATFORM = sky130hd
export DESIGN_NAME = MSSDP
export DESIGN_NICKNAME = MSSDP
export VERILOG_FILES = /design/flow/design.v
export SDC_FILE = /design/flow/constraint.sdc
export NUM_CORES = 4
export LEC_CHECK = 1
export CORE_AREA = 10 10 101 101
export DIE_AREA = 0 0 111 111
```
**design/flow/constraint.sdc**
```tcl
current_design MSSDP

set clk_period 1.4
set clk_io_pct 0.2

create_clock -name clk0 -period $clk_period [get_ports {clk}]

set non_clock_inputs [all_inputs -no_clocks]
set_input_delay [expr $clk_period * $clk_io_pct] -clock clk0 $non_clock_inputs
set_output_delay [expr $clk_period * $clk_io_pct] -clock clk0 [all_outputs]
```
**design/flow/design.v**
```verilog
module MSSDP(input clk, sIn, output logic outValid, Error, output logic [1:0]d, output logic [3:0]p);
  logic [3:0] pstate, nstate;
  logic en3, en9, enSH, co3, co9, ld, rst;
  wire [7:0] data;
  wire [2:0] po3;
  wire [8:0] po9;
  parameter [3:0] Wait = 4'd0, start = 4'd1, size = 4'd2, finalLoad = 4'd3, xmit = 4'd4, stop = 4'd5, err = 4'd6;
  always @(pstate, co9, co3, sIn) begin
    rst = 1'b0; outValid = 1'b0; Error = 1'b0; nstate = Wait;
    case(pstate)
      Wait: begin
		 rst = 1'b1 ;
		 if(sIn)
			nstate = Wait;
		else
			nstate = start;
	end
      start: begin
		nstate = size;
 		rst = 1'b0; 
		en3 = 1'b1; 
		enSH = 1'b1; 
	end
      size: begin 
		rst = 1'b0; 
		en3 = 1'b1; 
		enSH = 1'b1; 
		if(co3)
			nstate = finalLoad;
		else
			nstate = size;
	 end
      finalLoad:begin 
		en3 = 1'b0; 
		enSH = 1'b0;  
		ld = 1'b1;
	 	d = data[1:0]; 
		nstate = xmit ;
	 end
      xmit: begin 
		ld = 1'b0 ;
		en9 = 1'b1; 
		outValid = 1'b1 ;
		if(co9)
			nstate = stop;
		else
			nstate = xmit;
	 end
      stop: begin 
		en9 = 1'b0;
		if(sIn)
			nstate = Wait;
		else
			nstate = err;
	 end
      err: begin
		Error = 1'b1; 
		if(sIn)
			nstate = Wait;
		else
			nstate = err;
	end
      default: nstate = Wait;
    endcase
  end
  SR8 shreg(clk, rst, enSH, sIn, data);
  upcnt3 CNT3(clk, rst, en3, co3, po3);
  dncnt9 CNT9(clk, rst, en9, ld, data[7:2], co9, po9);
  DEMUX SEL(sIn, d, p);
  always @(posedge clk)begin
    pstate <= nstate;
  end
endmodule
module SR8(input clk, rst, en, sIn, output logic[7:0] PO);
  always @(posedge clk, posedge rst) begin
    if(rst)
	 PO <= 8'b0;
    else begin
	if (en)
		PO <= {sIn, PO[7:1]};
	end 
  end
endmodule
module upcnt3 (input clk, rst, en, output co, output logic [2:0] PO);
  always @ (posedge clk, posedge rst) begin
    if(rst) 
	PO <= 3'b0;
    else if(en) 
	PO <= PO + 1;
  end
  assign co = &{PO};
endmodule
module dncnt9 (input clk, rst, en, ld, input [5:0] PI, output co, output logic [8:0] PO);
  always @(posedge clk, posedge rst) begin
    if(rst) 
	PO <= 9'b0;
    else if(ld) 
	PO[8:3] <= PI;
    else if(en) 
	PO <= PO - 1;
  end
  assign co = ~|{PO};
endmodule
module DEMUX (input sIn, input [1:0]d,output [3:0] p);
    assign p[0] = (d==2'b00) ? sIn : 1'bz;
    assign p[1] = (d==2'b01) ? sIn : 1'bz;
    assign p[2] = (d==2'b10) ? sIn : 1'bz;
    assign p[3] = (d==2'b11) ? sIn : 1'bz;   
endmodule
```
==> metrics.json <==
{
  "run_status": {
    "status": "finished, violations left",
    "violated_checks": "negative setup slack"
  },
  "placement": {
    "placed_cells_incl_taps": 234,
    "post_dp_hpwl_um": 1592,
    "gp_congestion": 0.7714,
    "placement.io_buffers": 9
  },
  "worst_setup_path": {
    "element_type_at_the_critical_path_end": "flop",
    "worst_ep_required_time_ps": 1600,
    "critical_path_class": "flop to flop",
    "critPathLaunchType": "flop",
    "critPathMaxFanout": 3,
    "cp.arrival_ps": 1620,
    "rr_worst_depth": 3
  },
  "logic_synthesis": {
    "mappedNetlistArea_sq_um": 1220,
    "yosys.stat.chipArea_sq_um": 1220,
    "yosys_instances": 112,
    "synth_cell_type_count": 34,
    "syn_inst": 112,
    "yosysWarnings": 8,
    "ys.flops": 28,
    "syn_area_per_cell_sq_um": 10.89
  },
  "sta": {
    "hold_viol": 0,
    "slew_viol_final": 0,
    "untimed_endpoints": 7,
    "unclocked_regs": 5,
    "relSlewSlack_pct": 69.37,
    "max_freq_ghz": 0.7039,
    "tightestPinTransition_ps": 459.0,
    "setup_repair_after_global_routing_missed_its_margin": "true",
    "setup_viol_count_final": 1,
    "final.min_clock_period_ps": 1421,
    "min_period_over_period_pct": 101.5,
    "setup_ws_ps": -20.71,
    "timing.clock.skew_ps": 2.629
  },
  "power_and_ir_drop": {
    "p_per_area_nw_per_um2": 2084,
    "total_leakage_power_nw": 0.6771,
    "vdd_ir_drop_max_v": 0.0004685
  },
  "route": {
    "vias_per_cell": 3.500,
    "drt-total-wl_um": 2135,
    "drt_iter0_markers": 41,
    "route.detailed.wl_per_inst_um": 8.896,
    "antennaDiodeCount": 0,
    "detail_route.drc_violations": 0,
    "final_antenna_net_count": 0,
    "num_vias": 840,
    "drt_pass1_iterations": 4
  },
  "grt": {
    "grt_start_max_net_pins": 21,
    "initial_antenna_violation_count": 0,
    "overflow": 0,
    "wire_length_of_the_first_global_routing_pass_um": 3684,
    "first_global_vias": 805,
    "grt.total_usage_pct": 3.427
  },
  "hold_path": {
    "min-delay-path-class": "flop to asynchronous set/reset pin"
  },
  "run": {
    "max-cap-violations": 0,
    "warning_count": 28
  },
  "clocking": {
    "cts.reportedPaths.clkPinSlew_ps": 80,
    "postCtsHoldBufs": 0,
    "htree_num_levels": 1,
    "cts_buffers": 3,
    "clk-insertion-delay-late_ps": 260,
    "tritoncts": "yes",
    "ctsRootBufferMaster": "clkbuf_8",
    "cts.path.max_buffers": 2
  },
  "die": {
    "design.die.area_sq_um": 12320,
    "fp_util_pct": 15.00,
    "die_w_um": 111,
    "boundaryPins": 10,
    "coreArea_sq_um": 8134,
    "chipHeight_um": 111,
    "rows": 33
  },
  "finish": {
    "fin_cells": 240,
    "flow.area_growth_from_synthesis_pct": 30.15,
    "drive_gt1_share_pct": 30.37,
    "most-common-layout-cells": "20 x dfrtp_1, 19 x buf_4, 10 x mux2_2, 8 x nand2_1, 6 x clkdlybuf4s50_1",
    "core_util_final_pct": 19.52,
    "layout_top_cell_excl_fill_tap": "dfrtp_1"
  }
}
-- worst max-delay path, stage by stage, from the launching register on --
cell and delay (ps):
dfrtp_1 430, or3_4 390, or4_1 470, nand3_1 80
-- routing by layer --
metal  global-route usage (%)  share of wire, %  up-vias
met4                   0.5208              0.89        0
li1                         -                 -      442
met2                    6.132                53        1
met5                        0                 0        -
met3                   0.8210               2.0        2
met1                    4.112                44      395
-- cell type report --
cell class                      count  area, sq um
Fill cell                         876         6546
Multi-Input combinational cell     69        523.0
Clock buffer                        4        45.04
Sequential cell                    28        636.9
Inverter                            6        22.52
Timing Repair Buffer               28        229.0
Tap cell                          105        131.4
-- where the power goes --
group	internal (W)	leakage, nW	total (W)	switching (W)
sequential	0.00101	0.294	0.00131	0.000303
combinational	0.000880	0.360	0.00159	0.000706
clock	0.000203	0.0228	0.000410	0.000207
-- what timing repair did --
item	4_1_cts	5_1_grt
hold endpoints to repair	0	0
pin swaps	4	0
endpoints found under the setup margin	8	4
buffers inserted	2	0
gates resized	6	0
-- flip-flops by register name, indices dropped and copies added (netlist names) --
name and flops:
pstate 3, d 2, shreg.PO 8, enSH 1, CNT3.PO 3, ld 1, CNT9.PO 9, en9 1
-- cell families after synthesis --
family,after synthesis,share of synthesized area (%)
buf+inv,15,5.846
mux,10,9.231
latches,5,6.154
fa+ha+maj,3,3.077
compound gates,15,7.896
simple gates,37,18.98
xor+xnor,4,2.872
flops,23,45.95
-- through the flow --
step / total power (W) / setup WS, ps / cell area (sq um) / hold WS, ps / TNS (ps)
global route: 0.003629 / -152.4 / 1588 / 517.2 / -407.4
finish: 0.003308 / -20.71 / 1588 / 471.2 / -20.71
CTS: 0.003371 / -34.86 / 1588 / 482.7 / -52.82
floorplan: 0.002209 / -14.04 / 1222 / 431.7 / -14.56
global placement: 0.002884 / -176.0 / 1523 / 464.6 / -866.6
detailed placement: 0.002898 / -193.0 / 1523 / 469.7 / -939.2
-- synth_stat cells (all sizes together) --
master	number	share of area (%)
a211o	2	1.4
a21o	2	1.2
a21oi	3	1.2
a31oi	2	1.0
and2	1	0.51
and3b	1	0.72
buf	4	2.5
clkbuf	5	1.5
dfrtp	20	41
dfxtp	3	4.9
dlxtn	5	6.2
ha	3	3.1
inv	6	1.8
mux2	10	9.2
nand2	8	2.5
nand2b	2	1.0
nand3	4	1.6
nand3b	3	1.8
nand4	3	1.5
nor2	5	1.5
nor4	1	1.7
nor4b	2	1.9
o211ai	1	0.62
o21ai	4	1.6
o41ai	1	0.72
or2	2	1.0
or3	3	1.5
or4	1	0.62
or4b	1	0.82
xnor2	3	2.2
xor2	1	0.72
-- final timing paths --
check | slack (ps) | start | to
max | -20 | CNT9.PO[4]$_DFFE_PN0P_ | CNT9.PO[6]$_DFFE_PN0P_
min | 470 | pstate[0]$_DFF_P_ | CNT9.PO[1]$_DFFE_PN0P_
max reg2reg | -20 | CNT9.PO[4]$_DFFE_PN0P_ | CNT9.PO[6]$_DFFE_PN0P_
min reg2reg | 470 | pstate[0]$_DFF_P_ | CNT9.PO[1]$_DFFE_PN0P_
max in group asynchronous | 670 | pstate[1]$_DFF_P_ | CNT9.PO[3]$_DFFE_PN0P_
min in group clk0 | 480 | CNT3.PO[0]$_DFFE_PN0P_ | CNT3.PO[0]$_DFFE_PN0P_
No activity file was given, so power comes from the tool's default toggle rates.
