==> design.v <==
module controller(input clk,start,cmp ,output logic ready,xrrst,xren,ytrst,yten,cntrst,cnten,aswitch,s);
	reg [2:0] ps, ns;
	integer i = 0;
	parameter [2:0] idle = 0, initi = 1, Begin = 2, mult1 = 3, mult2 = 4, mult3 = 5, compY = 6,  add = 7;
	always@(ps , start) begin
		ns = idle;
		case(ps)
			idle: ns = start ? initi : idle;
			initi: ns = start ? initi : Begin;
			Begin: ns = mult1;
			mult1: ns = mult2;
			mult2: ns = mult3;
			mult3: ns = compY;
			compY: ns = cmp ? idle : add;
			add: ns = mult1;
			default: ns = idle;
		endcase
	end
	always@(ps, start) begin
		ready=0;xrrst=0;xren=0;ytrst=0;yten=0;cntrst=0;cnten=0;s=0;
		case(ps)
			idle: begin 
				ready=1; 
			end
			initi: begin
				 cntrst=1;
			end
			Begin: begin 
				ytrst=1; 
				xrrst=1; 
			end
			mult1: begin 
				s= 1'b0; 
				yten=1; 
			end
			mult2: begin 
				s= 1'b1; 
				yten=1; 
			end
			mult3: begin 
				s= 1'b1; 
				yten=1; 
			end
			compY: begin 
				i = i + 1; 
				aswitch = (i%2); 
			end
			add: begin 
				xren=1; 
				cnten=1; 
			end
		endcase
	end
	always@(posedge clk)begin
		ps <= ns;
	end
endmodule
==> run.sh <==
#!/bin/bash
# OpenROAD 26Q1-2900-gdf79404cd8, Yosys 0.63+post, stock flow scripts
make -C /OpenROAD-flow-scripts/flow DESIGN_CONFIG=/design/flow/config.mk WORK_HOME=/design/flow/orfs finish
==> config.mk <==
export PLATFORM = sky130hd
export DESIGN_NAME = controller
export DESIGN_NICKNAME = controller
export VERILOG_FILES = /design/flow/design.v
export SDC_FILE = /design/flow/constraint.sdc
export NUM_CORES = 4
export LEC_CHECK = 1
export CORE_AREA = 10 10 70 70
export DIE_AREA = 0 0 80 80
==> constraint.sdc <==
current_design controller

set clk_period 2.0
set clk_io_pct 0.2

create_clock -name clk0 -period $clk_period [get_ports {clk}]

set non_clock_inputs [all_inputs -no_clocks]
set_input_delay [expr $clk_period * $clk_io_pct] -clock clk0 $non_clock_inputs
set_output_delay [expr $clk_period * $clk_io_pct] -clock clk0 [all_outputs]
==> results.tsv <==
metric	value	unit
uppermost layer routed	met3	
crit-path cells	nand2b_1 > nor2_1 > clkdlybuf4s50_1	
crit-path max FO	10	
worst reg2reg endpoint	ps[0]	
MUX area fraction	0	%
ys flops	5	
yosys xor share	0	%
Area leader share	21.2	%
r2r startpoint	ps[0]	
routability cong.	0.742	
first-pass iteration count of the detailed router	2	
WL/cell	7.52	um
GRT Total Usage	2.04	%
outcome	finished, final reports clean	
Via density	2.66	
net switching power figure	229	uW
Slew headroom	75.8	%
synth cell count leaders	buf_4, dfxtp_1	
row cnt	21	
initial antenna violation count	0	
Chip Width	80	um
largest net degree at the start of global routing	11	
TritonCTS clock tree	yes	
first-pass GRT wire length	1.01	mm
Diodes inserted	0	
Hold Crit Class	flop to flop	
Place WS	0.293	ns
Reg clk slew, reported paths	0.04	ns
Adder Area Share	0	%
area leader, netlist	dfxtp_1	
PwrDens	1420	nW/um^2
P&R area growth vs syn	60.6	%
Slew Viols, Final	0	
Hold Path Sink	ps[0]	
sequential power share	28.5	%
Period minus WS final	1.90	ns
Crit path largest cell delay	0.53	ns
Crit. End Element	primary output	
Buffers on Ports	11	
starting DRC count in detailed routing	18	
Hold Vio Cnt, Final	0	
Worst path slowest cell	dfxtp_1	
power share of the clock group	16.2	%
Complex Gates by Area	15.9	%
Filler cells	395	
synthesized area per cell	8.84	um^2
H-tree depth	1	
# setup viols final	0	
# hold bufs at CTS	0	
Leakage	0.175	nW
number of unconstrained endpoints	3	
clk_skew	0.00154	ns
YS warnings	33	
Post-synth EDFFs	0	
Max-Cap Viols	0	
met2 wire len	217	um
CTS resizes	0	
Async SR Flop Fraction	0	%
vias in the first global route	216	
Starting Density	8.28	%
chip area	6400	um^2
DP HPWL	551	um
wl on met1	315	um
register pins left without a clock	2	
ys cells	32	
Internal	417	uW
Crit path max-delay family	flip-flops	
layout cell share with drive strength beyond 1	34.1	%
fin worst setup slack	0.0984	ns
CTS Buffer Depth	2	
logic area	149	um^2
insertion delay to the later sink of the worst-skew pair	0.23	ns
top cells by area	dfxtp_1, dlxtn_1, buf_4	
Residual DRC	0	
Max VDD drop	0.265	mV
IO Pins	12	
R2R depth	3	
CP Data Arrival Time	1.50	ns
critical path buffer and inverter count	1	
worst-margin pin slew	0.362	ns
Cells after Synth	32	
RSZ-0062 raised after global routing	no	
fmax	0.526	GHz
postcts setup bufs	0	
routed wl met3	144	um
reg-to-reg slack, setup	1.04	ns
Vias	239	
proportion of power drawn by combinational gates	55.3	%
CP Depth	3	
Synth cell types	21	
Core Box Area	3420	um^2
grt ovf	0	
most frequently used flop master after synthesis	dfxtp_1	
CP Launch Type	flop	
Yosys chip area	283	um^2
register area	92.6	um^2
Hold Startpoint	ps[2]	
comb area leader	simple AND/OR/NAND/NOR gates	
final antenna-violating net count	0	
worst setup path class	flop to primary output	
Routed WL	677	um
hold-critical path depth	1	
yosys simple share	35.0	%
Critical Path RT	1.60	ns
mapped cell area	283	um^2
Sw Ratio	35.4	%
Post-Route Setup TNS	0	ns
Num CTS Buffers	3	
final worst-path cycle share	95.1	%
tool warnings	25	
CTS root buf	clkbuf_4	
Die Y	80	um
[area by class of cell]
cell class | count | area share [%]
clock buffers | 4 | 5.79
inverters | 1 | 0.826
multi-input cells | 21 | 32.8
flip-flops and latches | 5 | 20.4
well taps | 46 | 12.7
repair buffers | 13 | 27.5
[registers in the layout (all words and copies together), names as in the netlist]
register / count
ps: 3
aswitch: 1
i: 1
[layout by cell type, fill, tap and decap left out, types with 2 or more instances in the layout]
master	n
dlxtn_1	2
clkdlybuf4s50_1	11
clkbuf_4	3
o21ai_0	2
dfxtp_2	2
o21ai_1	2
nor2_1	2
nor3b_2	2
buf_4	2
nand2_4	2
nand2_1	2
[stage by stage]
step                cell area [um^2]  hold WS, ns  std cells  utilization, %  total power, mW
floorplan                        283        0.496         32               -            0.395
detailed placement               420        0.560         86            12.3            0.534
global route                     454        0.545         90            13.3            0.703
CTS                              447        0.572         90            13.1            0.646
global placement                 420        0.549         86            12.3            0.527
finish                           454        0.531         90            13.3            0.646
[routing by layer]
| layer | GRT usage (%) | vias to the layer above |
|---|---|---|
| met3 | 1.93 | 0 |
| met2 | 1.93 | 12 |
| met4 | 0.704 | 0 |
| li1 | - | 127 |
| met5 | 0 | - |
| met1 | 2.86 | 100 |
[worst max-delay path by stage]
| stage | start | end | slack, ns |
|---|---|---|---|
| after global routing | ps[0] | cntrst | 0.002 |
| after CTS | ps[1] | ytrst | 0.03 |
| final | ps[0] | cntrst | 0.1 |
[worst reg2reg max path: stages (launching register included)]
cell      delay (ns)
dfxtp_1         0.53
nand2b_1        0.15
o211ai_2        0.09
o21ai_1         0.08
[cells by family (layout without fill, tap and decap cells)]
logic type	after synthesis	in the layout
flip-flops	3	3
latches	2	2
AND-OR/OR-AND	7	7
AND/OR/NAND/NOR	14	14
buffers and inverters	6	18
[power groups by stage]
| stage | Sequential [mW] | Combinational (mW) | Clock (mW) |
|---|---|---|---|
| after global routing | 0.191 | 0.389 | 0.123 |
| after CTS | 0.175 | 0.360 | 0.111 |
| final | 0.184 | 0.357 | 0.105 |
Power is estimated from default activity; no workload was simulated.
